--- flow/run.sh ---
#!/bin/bash
# OpenROAD 26Q1-2900-gdf79404cd8, Yosys 0.63+post, stock flow scripts
make -C /OpenROAD-flow-scripts/flow DESIGN_CONFIG=/design/flow/config.mk WORK_HOME=/design/flow/orfs finish
--- flow/config.mk ---
export PLATFORM = sky130hd
export DESIGN_NAME = ALU
export DESIGN_NICKNAME = ALU
export VERILOG_FILES = /design/flow/design.v
export SDC_FILE = /design/flow/constraint.sdc
export NUM_CORES = 4
export LEC_CHECK = 1
export CORE_UTILIZATION = 30
--- flow/constraint.sdc ---
current_design ALU

set clk_period 16.9
set clk_io_pct 0.2

create_clock -name clk0 -period $clk_period

set non_clock_inputs [all_inputs -no_clocks]
set_input_delay [expr $clk_period * $clk_io_pct] -clock clk0 $non_clock_inputs
set_output_delay [expr $clk_period * $clk_io_pct] -clock clk0 [all_outputs]
--- flow/design.v ---
module ALU(result,zero,operand1,operand2,control,shamt);
	output zero;
	output reg [31:0] result;
	input [31:0] operand1, operand2;
	input [3:0] control;
	input [4:0] shamt;
	parameter sll = 4'b1000, srl = 4'b1001, sra = 4'b1010, lui = 4'b1011, add = 4'b0010, sub = 4'b0110;
	parameter AND = 4'b0000, OR = 4'b0001, XOR = 4'b1111, NOR = 4'b1100, slt = 4'b0111;
	assign zero = ~|result;
	always @(*)
	begin
		result = 32'hDEADBEEF;
		case (control)
			sll:	result = operand2 << shamt;
			srl:	result = operand2 >> shamt;
			sra:	result = $signed(operand2) >>> shamt;
			lui:	result = operand2 << 16;
			add:	result = operand1 + operand2;
			sub:	result = operand1 - operand2;
			AND:	result = operand1 & operand2;
			OR:		result = operand1 | operand2;
			XOR:	result = operand1 ^ operand2;
			NOR:	result = ~(operand1 | operand2);
			slt:	result =  (operand1 < operand2)? 1 : 0;
		endcase
	end
endmodule
==> Slide: Implementation Results <==
Synthesis and Place & Route Summary

Run status
  – Outcome: complete, no violations

Cells and area
  – P&R area growth vs syn: 12.5%
  – Reg area: 0 um^2
  – Finished Layout Cells: approximately 2,000
  – Top Layout Cells: nand2_1, nor2_1, a21oi_1
  – # clk buffers: 0
  – Layout cells sized above 1: about a tenth
  – Design Area, Final: about 0.012 mm^2
  – Dominant logic cell type in the layout: nand2_1
  – Flip-flops: 0

Floorplan
  – Row cnt: approximately 68
  – Core Density at Floorplan: around 31%
  – Core area: 0.0348 mm^2
  – I/O pin cnt: ~110
  – Die height: 191 um
  – Chip footprint: approximately 0.036 mm^2
  – Chip width: about 190 um

Power
  – P_int: approximately 160 uW
  – Net switching power: about 270 uW
  – Leak pwr: ~4.6 nW
  – Power per Cell Area: 35.8 mW/mm^2
  – Worst vdd ir: between 15 and 20 uV
  – Sw Ratio: about 63%

Global route
  – Initial antenna violation count: 3
  – Largest net degree at the start of global routing: around 61
  – GRT Total Usage: between 30% and 40%
  – First-pass GRT wire length: ~90 mm
  – GR Overflow Total: 0
  – Vias in the first global route: about 13,000

Critical path
  – Crit path DAT: just under 10 ns
  – Critical Path Fanout Max: 14
  – CP Class: in2out
  – CP Capture Type: output port
  – CP startpoint kind: input pin
  – Worst EP required: 13.52 ns

Synth
  – Yosys stat chip area: ~0.011 mm^2
  – Yosys cell count: 1,565
  – Synth Seq Share: 0%
  – Synthesis Warnings: 1
  – Post-synth design cell area: ~0.011 mm^2
  – Cells after Synth: between 1,500 and 2,000
  – Post-synthesis area per instance: roughly 6.8 um^2
  – Distinct lib cells: about 97

Placed design
  – Port Buffers: 106
  – Placed cell area: between 0.01 and 0.015 mm^2
  – DPL Wire Length: roughly 48 mm
  – GP Congestion: between 1 and 1.5
  – Pre-CTS setup slack: 4.12 ns
  – Inst Count DP: 2,034

Clock tree
  – Setup Buffers After CTS: 0
  – CTS Hold Bufs: 0
  – PostCTS Resize Cnt: 0

Drt
  – 1st-iter DRT viols: roughly 1,700
  – WL per Instance: slightly above 30 um
  – Routed WL: approximately 62 mm
  – Drt pass-1 iters: 6
  – DR vias: between 10,000 and 15,000
  – Vias per std cell: ~6.7
  – DRT antenna net count: 0
  – Drc violations: 0

STA
  – Final worst-path setup slack: approximately 3.8 ns
  – Max-slew violation count: 0
  – Min Tclk post-route: 13.07 ns
  – Rel. slew slack: 38.6%
  – RSZ-0062 raised after global routing: no
  – Cycle use final: between 70% and 80%
  – Setup TNS: 0 ns
  – Final setup fails: 0
  – Slew at the pin closest to its max-slew limit: ~0.9 ns
  – Fmax: 76.5 MHz
  – Final Hold Viols: 0

Job
  – Max cap viols: 0
  – Tool warnings: a little over 100

Hold path
  – HP Class: in2out
-- cell families (layout without fill, tap and decap cells) --
family	count (synthesis)	after routing	share of synthesized area, %
AND/OR/NAND/NOR	561	561	25.4
AND-OR/OR-AND	530	530	33.7
buffers and inverters	235	249	9.17
multiplexers	122	122	18.4
adder cells (fa/ha/maj)	104	104	12.3
XOR/XNOR	13	13	1.06
other	0	1	0
-- per-layer routing --
metal	vias up	GRT usage (%)	routed length [um]
met5	-	0	25
met4	4	13.1	2840
met3	143	8.93	7180
met2	1006	50.8	26700
met1	6570	48.4	25500
li1	5976	-	-
-- layout make-up --
type | count | area [um^2]
fill | 3759 | 22700
multi-input combinational | 1330 | 9740
timing repair buffer | 150 | 1370
tap | 455 | 569
inverter | 99 | 372
antenna | 1 | 2.50
-- synth_stat cells, drive strengths merged (23+ instances only) --
cell    count  area share (%)
nor4       25             1.5
nor2      150             5.3
inv        97             3.4
mux2i      50             4.7
a211oi     25             1.9
o21ai      95             4.4
ha        102              12
a21oi     140             6.5
nand2     159             5.6
clkbuf     81             2.8
nor3       55             2.6
o211ai     26             1.8
mux4       58              12
buf        55             2.9
nor2b      23             1.3
nand3      39             1.8
-- path summary, 6_finish.rpt --
path | from | endpoint | slack (ns) | depth (start not counted)
worst min-delay path | control[2] | result[5] | 8.05 | 5
worst max-delay path | operand2[13] | zero | 3.83 | 15
-- critical path, stage by stage --
cell and delay (ns):
clkdlybuf4s50_1 1.07, inv_1 0.17, ha_1 0.51, nor4_2 0.60, o21ai_0 0.27, o21ai_0 0.22
a21oi_1 0.16, a31oi_1 0.44, a221oi_1 0.28, o2111ai_1 0.49, or3b_2 0.51, nor4_1 0.62
nand4_1 0.28, nor3_2 0.17, clkdlybuf4s50_1 0.49
-- power groups by stage --
stage    Clock (mW)  Combinational (mW)  Sequential (mW)
5_1_grt           0               0.456                0
4_1_cts           0               0.417                0
-- through the flow --
stage,total power [mW],hold slack (ns),util [%]
6_report,0.431,8.05,34.6
5_1_grt,0.456,8.05,34.6
4_1_cts,0.417,8.02,34.6
3_5_place_dp,0.415,8.02,34.6
3_3_place_gp,0.420,8.03,34.6
2_1_floorplan,0.246,7.01,-
Power and IR drop assume default switching activity.
