$ cat ./config.mk
export PLATFORM = sky130hd
export DESIGN_NAME = s32_set_of_mux
export DESIGN_NICKNAME = s32_set_of_mux
export VERILOG_FILES = /design/flow/design.v
export SDC_FILE = /design/flow/constraint.sdc
export NUM_CORES = 4
export LEC_CHECK = 1
export CORE_AREA = 10 10 70 70
export DIE_AREA = 0 0 80 80
$ cat ./run.sh
#!/bin/bash
# OpenROAD 26Q1-2900-gdf79404cd8, Yosys 0.63+post, stock flow scripts
make -C /OpenROAD-flow-scripts/flow DESIGN_CONFIG=/design/flow/config.mk WORK_HOME=/design/flow/orfs finish
$ cat ./design.v
module s32_set_of_mux(option_0,option_1,out, sel);
	parameter N = 31;
  input [N:0] option_0,option_1;
input sel;
  output [N:0] out;
assign out= sel? option_1 : option_0 ;
endmodule
$ cat ./constraint.sdc
current_design s32_set_of_mux

set clk_period 1.0
set clk_io_pct 0.2

create_clock -name clk0 -period $clk_period

set non_clock_inputs [all_inputs -no_clocks]
set_input_delay [expr $clk_period * $clk_io_pct] -clock clk0 $non_clock_inputs
set_output_delay [expr $clk_period * $clk_io_pct] -clock clk0 [all_outputs]
==> Slide: Implementation Results <==
Key Metrics from the Run

Status
  • Outcome: complete, but fails checks
  • Failing checks: negative setup slack

Place
  • Routability Congestion: 0.7595
  • Hpwl dp: between 2 and 2.5 mm
  • Placed Cells incl. Taps: around 180
  • IO buf count: 97
  • Cell Area, Placed: approximately 1500 µm²

GRT
  • Total gr overflow: 0
  • Largest net degree at the start of global routing: 8
  • GRT Util Overall: under 10%
  • Initial antenna violation count: 0
  • Vias in the first global route: 824
  • First-pass GRT wire length: a little over 4 mm

Final layout
  • Flip-flops: 0
  • Most frequent cells in the layout: dlygate4sd2_1, mux2_4, buf_6, dlymetal6s2s_1, buf_2
  • Fin cells: ~190
  • Storage cell area: 0 µm²
  • Share of layout cells above drive strength 1: a little under three fifths
  • Clock buf count: 0
  • Area delta synth->final: 212.0%
  • Final instance area: 1698 µm²
  • Most numerous logic cell after layout: dlygate4sd2_1

Final timing
  • Final setup viols: 32
  • Max Clock Freq: around 850 MHz
  • Worst setup margin: -0.1754 ns
  • Slew headroom: approximately 96%
  • RSZ-0062 raised after global routing: yes
  • Hold_ws: a little under 0.7 ns
  • Slew Viols, Final: 0
  • Final Hold Viols: 0
  • Crit share post-route: 117.5%
  • Measured slew at the worst slew-check pin: between 0.06 and 0.07 ns
  • Setup TNS: -5.032 ns
  • Minimum clock period: 1.175 ns

Worst setup path
  • Crit. End Element: output port
  • Worst Path Required: around 0.8 ns
  • Critical Path Source Type: input port
  • Crit path DAT: roughly 1 ns
  • Crit Path Class: in -> out
  • Crit Path Max Fanout: 7

Routing
  • First DRT Iteration DRCs: 4
  • Via count: between 700 and 800
  • Final wirelength: about 2.8 mm
  • Drt drc: 0
  • Vias per cell: 3.802
  • DRT Pass-1 Iters: 2
  • Diode count: 0
  • Wire length per cell: 14.84 µm
  • Antenna Violating Nets Remaining: 0

Synthesis
  • Cells after synthesis: 36
  • Cell count in the Yosys report: 36
  • Post-synth seq share: 0%
  • Distinct cell type count after synthesis: 4
  • Avg Cell Area, Syn: approximately 15 µm²
  • Chip Area, Yosys: between 500 and 600 µm²
  • Cell Area, Synth: ~540 µm²
  • Syn. warnings: 0

Floorplanning
  • Initial Util: between 10% and 20%
  • Boundary Pins: between 90 and 100
  • Die Y-Extent: 80 µm
  • Die ar.: around 6400 µm²
  • Core area: approximately 3400 µm²
  • Die X-Extent: about 80 µm
  • Row Count: 21

Run
  • Log Warnings: 34
  • Max Cap Violations: 0

Worst hold path
  • Cells on Worst Hold Path: 3
  • Hold Crit Start: option_0[24]
  • Hold path endpoint: out[24]
  • Hold WC Path Type: in -> out

Power
  • Power Density: about 400 nW/µm²
  • Overall Power: 659.9 µW
  • Peak VDD IR: approximately 170 µV
  • LEAKAGE: about 0.00099 µW
[what timing repair did]
action,CTS,global route
gates cloned,1,0
setup endpoints to repair,32,32
gates resized,170,23
setup buffers,14,0
hold buffers,0,0
[how the worst max path moves through the flow]
stage                 endpoint  start  cells after the start  slack (ns)
after CTS               out[0]    sel                      5       -0.18
after global routing   out[31]    sel                      5       -0.19
final                  out[31]    sel                      5       -0.18
[cells in the mapped netlist]
library cell / number / share of area [%]
buf_6: 1 / 2.1
mux2_2: 2 / 4.1
mux2_4: 30 / 83
buf_12: 3 / 11
[power by group]
| part | leakage, µW | switching [µW] | total [µW] | internal (µW) |
|---|---|---|---|---|
| registers | 0 | 0 | 0 | 0 |
| clock network | 0 | 0 | 0 | 0 |
| logic | 0.000990 | 141 | 660 | 519 |
[critical path, stage by stage]
cell and delay, ns:
buf_12 0.11, buf_12 0.13, buf_8 0.12, mux2_4 0.30, buf_6 0.11
[routing by layer]
layer	global-route usage, %	wire [µm]	up-vias
li1	-	-	362
met1	8.965	1142	317
met2	14.29	1394	51
met3	3.068	313	0
met4	0	0	0
met5	0	0	-
[final cells by class]
type	count	area, µm²
Timing Repair Buffer	114	1160
Multi-Input combinational cell	32	480.5
Tap cell	46	57.56
Fill cell	327	1718
[through the flow]
step                setup WS [ns]  util [%]
finish                    -0.1754     49.71
global route              -0.1938     49.71
CTS                       -0.1777     47.03
detailed placement        -0.4966     44.98
global placement          -0.4922     44.98
floorplan                 0.06690         -
[logic make-up (layout without fill, tap and decap cells)]
family                 after synthesis  in the layout  synth area share, %
buffers and inverters                4            114                13.10
muxes                               32             32                86.90
Power and IR drop assume default switching activity.
