==> ./design.v <==
module mux_3options_32set(option_0,option_1,option_2,out, sel);
	parameter N = 31;
  input [N:0] option_0,option_1,option_2;
input [1:0] sel;
  output [N:0] out;
assign out = ((sel == 00)? option_0:((sel == 01) ? option_1:option_2)) ;
endmodule
==> ./run.sh <==
#!/bin/bash
# OpenROAD 26Q1-2900-gdf79404cd8, Yosys 0.63+post, stock flow scripts
make -C /OpenROAD-flow-scripts/flow DESIGN_CONFIG=/design/flow/config.mk WORK_HOME=/design/flow/orfs finish
==> ./config.mk <==
export PLATFORM = sky130hd
export DESIGN_NAME = mux_3options_32set
export DESIGN_NICKNAME = mux_3options_32set
export VERILOG_FILES = /design/flow/design.v
export SDC_FILE = /design/flow/constraint.sdc
export NUM_CORES = 4
export LEC_CHECK = 1
export CORE_AREA = 10 10 88 88
export DIE_AREA = 0 0 98 98
==> ./constraint.sdc <==
current_design mux_3options_32set

set clk_period 4.3
set clk_io_pct 0.2

create_clock -name clk0 -period $clk_period

set non_clock_inputs [all_inputs -no_clocks]
set_input_delay [expr $clk_period * $clk_io_pct] -clock clk0 $non_clock_inputs
set_output_delay [expr $clk_period * $clk_io_pct] -clock clk0 [all_outputs]
==> deck_impl_summary.md <==
Synthesis and Place & Route Summary

Synthesis
  • Largest cells by area after synthesis: mux2i_1 45%, o21ai_1 20%, nand2_1 17%
  • Mean area per synthesized cell: 6.68 um^2
  • Synth Area in Adders: 0
  • Top logic family: multiplexers
  • Register share after synthesis: 0
  • Chip area line of the yosys report: 714 um^2
  • Synth warn: 0
  • Synth area leader: mux2i_1
  • Simple share: 0.168
  • AND-OR/OR-AND Cells, Area Fraction: 0.235
  • Xor/xnor share: 0
  • MUX area fraction: 0.448
  • Ys cells: 107
  • Cells after Synth: 107
  • Library cells used by synthesis: 8
  • Mapped cell area: 714 um^2
  • Area share, top type: 0.448

Global routing
  • Number of global-route vias before repair: 1208
  • Initial antenna violation count: 0
  • Grt total ovfl: 0
  • First-pass GRT wire length: 6.54 mm
  • Largest net degree at the start of global routing: 24
  • Global-route usage over all layers: 0.0808

Drt
  • Iter 0 DRT Violations: 26
  • Vias per cell: 3.89
  • DRT Wirelength: 4.21 mm
  • TritonRoute pass-1 iters: 2
  • Routed Antenna Nets: 0
  • DRC: 0
  • N_diodes: 0
  • Via count: 1186
  • Post-DR wirelength/cell: 13.8 um

Layout
  • Final core utilization: 0.342
  • Reg area: 0 um^2
  • Layout area overhead: 183%
  • Seq cells: 0
  • Layout cells sized above 1: 0.0348
  • Final Cell Area: roughly 2000 um^2
  • Clock Buffer Count: 0
  • Non-Filler Instances: between 300 and 400
  • # fillers: 627

Status
  • Status: completed

Run
  • OpenROAD warning count: 32
  • Max-Cap Viols: 0

Final timing
  • WHS: 2.49 ns
  • Final Hold Viols: 0
  • Period utilisation layout: 0.698
  • Slew Limit Fails: 0
  • TNS Setup: 0 ns
  • F_max: 333 MHz
  • Max transition margin: 0.761
  • Final worst slack: 1.30 ns
  • # setup viols final: 0
  • RSZ-0062 raised after global routing: false
  • Period minus WS final: about 3.0 ns
  • Actual slew at the worst max-slew pin: 0.359 ns

Power
  • Clock Power Share: 0
  • Tot Pwr: 0.191 mW
  • Register share of total power: 0
  • Pwr per Cell Area: around 95 nW/um^2
  • Worst IR Drop VDD: 0.0438 mV
  • P_sw: 0.0480 mW
  • Internal power: 0.143 mW
  • Combinational Power Share: 1.000
  • Leakage: 0.831 nW
  • Switching part of the total: 0.251

Die
  • I/O Pins: 130
  • Floorplan Utilization: 0.121
  • Die area: around 9600 um^2
  • Die W: 98 um
  • Core area: 5920 um^2
  • Site Rows: 28
  • Chip height: 98 um

Critical path
  • Nature of the critical path startpoint: input pin
  • Endpoint type of the worst setup path: output pin
  • Crit path DAT: 2.14 ns
  • Critical path class: in2out
  • Critical path peak fanout: 23
  • Worst path required time: 3.44 ns

Placement
  • Dpl cells: 305
  • Port bufs: approximately 130
  • GP Congestion: slightly below 0.8
  • Dpl cell area: 2020 um^2
  • DP HPWL: 3.79 mm
  • Place WS: roughly 1.3 ns

Clock network
  • Cts repair resizes: 0
  • Hold buffer count at cts: 0
  • Post-CTS Setup Bufs: 0

Worst hold path
  • Worst Hold Class: in2out
==> power groups by stage <==
stage / registers, mW / logic (mW) / clock network (mW)
5_1_grt: 0 / 0.210 / 0
6_report: 0 / 0.191 / 0
4_1_cts: 0 / 0.195 / 0
==> cell type report <==
class | instances | area [um^2] | share of cell area
multi-input cells | 96 | 608 | 0.301
well taps | 75 | 93.8 | 0.0464
repair buffers | 134 | 1320 | 0.653
==> synthesized netlist by cell type (all sizes together) <==
master / instances
o21ai: 32
nand2: 32
mux2i: 32
buf: 11
==> worst max-delay path, stage by stage <==
cell and delay (ns):
buf_2 0.31, buf_4 0.32, nand2_1 0.07, o21ai_1 0.08, clkdlybuf4s50_1 0.49
==> cell usage in the layout (no fill, tap or decap) <==
cell type | Yosys | final
clkdlybuf4s50_1 | 0 | 128
mux2i_1 | 32 | 32
nand2_1 | 32 | 32
o21ai_1 | 28 | 28
buf_4 | 0 | 4
o21ai_2 | 2 | 2
o21ai_0 | 2 | 2
buf_2 | 7 | 2
==> worst paths after layout <==
check | slack [ns] | depth (start not counted) | end | from
max | 1.30 | 5 | out[8] | sel[1]
min | 2.49 | 4 | out[28] | sel[1]
==> logic make-up (layout without fill, tap and decap cells) <==
group,Yosys count,after routing
compound gates,32,32
buf+inv,11,134
mux,32,32
simple gates,32,32
==> routing by layer <==
layer,vias up,wire length (um),global-route usage
li1,622,-,-
met1,485,1750,0.0967
met2,79,1880,0.135
met3,0,575,0.0413
met4,0,0,0
met5,-,0,0
Power and IR drop assume default switching activity.
